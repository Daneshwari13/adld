==> design/flow/design.v <==
module traffic_light_controller(hwy,cntry,x,clock,clear
    );
input x,clear,clock;
output [1:0]hwy,cntry;
reg[1:0]hwy,cntry;
reg[2:0]state;
parameter true=1'd1,false=1'd0,red=2'd0,yellow=2'd1,green=2'd2;
parameter s0=3'd0,s1=3'd1,s2=3'd2,s3=3'd3,s4=3'd4;
parameter y2rdelay=3,r2ydelay=2,r2gdelay=1;
reg[2:0]next_state; 
always @(posedge clock)
if(clear)
state <= s0;
else
state <= next_state ;
always @ (state)
begin
hwy = green;
cntry =red;
case (state)
s0 : begin 
hwy = green;
cntry = red;
end
s1 : begin
hwy = yellow ;
cntry =red;
end
s2 :begin
hwy =red;
cntry=red;
end
s3:begin
hwy =red;
cntry=green;
end
s4 : begin
hwy =red;
cntry = yellow;
end
endcase
end
always @(state or x)
begin 
case(state)
s0:if(x)
next_state = s1;
else
next_state =s0;
s1:begin
repeat(y2rdelay) next_state = s1;
next_state = s2;
end
s2:begin
repeat(r2gdelay) next_state = s2;
next_state = s3;
end
s3 : if (x)
next_state = s3;
else
next_state = s4;
s4 : begin 
repeat(y2rdelay) next_state =s4;
next_state = s0;
end
default :next_state = s0;
endcase
end
endmodule
==> design/flow/run.sh <==
#!/bin/bash
# OpenROAD 26Q1-2900-gdf79404cd8, Yosys 0.63+post, stock flow scripts
make -C /OpenROAD-flow-scripts/flow DESIGN_CONFIG=/design/flow/config.mk WORK_HOME=/design/flow/orfs finish
==> design/flow/config.mk <==
export PLATFORM = sky130hd
export DESIGN_NAME = traffic_light_controller
export DESIGN_NICKNAME = traffic_light_controller
export VERILOG_FILES = /design/flow/design.v
export SDC_FILE = /design/flow/constraint.sdc
export NUM_CORES = 4
export LEC_CHECK = 1
export CORE_AREA = 10 10 70 70
export DIE_AREA = 0 0 80 80
==> design/flow/constraint.sdc <==
current_design traffic_light_controller

set clk_period 1.2
set clk_io_pct 0.2

create_clock -name clk0 -period $clk_period [get_ports {clock}]

set non_clock_inputs [all_inputs -no_clocks]
set_input_delay [expr $clk_period * $clk_io_pct] -clock clk0 $non_clock_inputs
set_output_delay [expr $clk_period * $clk_io_pct] -clock clk0 [all_outputs]
==> results.md <==
| Quantity | Value |
| --- | --- |
| Syn-to-layout area delta | 88.7% |
| Setup Crit Path Kind | flop to output pin |
| Std-Cell Rows | 21 |
| Setup repair after global routing missed its margin | yes |
| Worst Setup Slack, final | -0.000834 ns |
| Cells on Worst Hold Path | 2 |
| Number of buffers added on ports | 6 |
| Min-Delay Startpoint | state[0] |
| Endpoints failing setup | 1 |
| DR vias | 147 |
| Remaining Overflow, GRT | 0 |
| Number of buffers created by CTS | 3 |
| Routed via count divided by cell count | 2.01 |
| Post-Syn Instances | 17 |
| Ys flops | 5 |
| Latest clock arrival within the worst-skew pair | 0.25 ns |
| Maximum vdd drop | 0.444 mV |
| Die Span X | 80 µm |
| Startpoint of the most critical register-to-register path | state[4] |
| Number of buffers inserted by post-CTS setup repair | 0 |
| Clk network pwr share | 0.481 |
| Number of ports placed on the die boundary | 7 |
| Register with the highest flop count | state |
| Combinational gate area | 61.3 µm² |
| Hold endpoint | state[3] |
| N_diodes | 0 |
| MaxCap Viol Count | 0 |
| Minimum period implied by the final worst setup slack | 1.20 ns |
| Flip-flop count of the largest register after layout | 5 |
| Iteration-0 DRC count of the detailed router | 2 |
| Fin. max-slew vios | 0 |
| Global-route wire length before repair | 834 µm |
| CTS max path bufs | 2 |
| Area after detailed placement | 305 µm² |
| Upper clock frequency limit | 0.833 GHz |
| Detail Route Antenna Nets | 0 |
| Log Warnings | 27 |
| Slew at the pin closest to its max-slew limit | 0.210 ns |
| Max FO, Critical Path | 2 |
| Hold WC Path Type | flop to flop |
| Seq share, synth | 0.567 |
| Area of the placeable core | 3420 µm² |
| CTS root buf | sky130_fd_sc_hd__clkbuf_4 |
| Critical path data arrival time | 0.96 ns |
| Summed standard-cell area reported by yosys | 176 µm² |
| Critical register-to-register path endpoint | state[4] |
| Syn. warnings | 1 |
| Period utilization | 1.00 |
| Power, Total | 0.414 mW |
| Number of antenna violations at the first check in global routing | 0 |
| Overall global routing resource usage | 0.0172 |
| Post-Synthesis Mean Instance Area | 10.4 µm² |
| Pin count of the biggest net entering global routing | 6 |
| Detailed-routing iteration count for the pre-antenna-repair pass | 2 |
| Power density over the cells | 1240 nW/µm² |
| Area of the chip | 6400 µm² |
| Vertical extent of the die | 80 µm |
| Skew final | 0.00413 ns |
| Via count of the first global-routing pass | 171 |
| Worst r2r path cells | 3 |
| Clock net sink count | 5 |
| Part of the total power dissipated in combinational logic | 0.088 |
| Ratio of cells with drive above 1 in the final layout | 0.481 |
| Final hold viol count | 0 |
| Sw power | 0.0907 mW |
| Summed instance area of the synthesized netlist | 176 µm² |
| Setup slack at placement | -0.172 ns |
| Leading registers by flop count | state: 5 flops |
| DRC errors left | 0 |
| # fillers | 409 |
| Leakage | 0.126 nW |
| Type of element launching the critical path | flop |
| Post-route setup TNS | -0.000834 ns |
| Violated checks | setup timing |
| Reg power frac | 0.431 |
| Number of H-tree levels | 1 |
| Internal cell power | 0.323 mW |
| Final routed wire length divided by cell count | 6.59 µm |
| Cell total in the yosys stat output | 17 |
| Clock transition at path regs | 0.04 ns |
| Slew headroom | 0.859 |
| Core Density at Floorplan | 0.0516 |
| Clock tree from TritonCTS | yes |
| Switching part of the total | 0.219 |
| Register area | 104 µm² |
| Critical path endpoint category | output pin |
| Unique masters post-synth | 9 |
| Wire length reported by the detailed router | 481 µm |
| R2R setup slack | 0.46 ns |
| Last weighted congestion value of the routability-driven placer | 0.684 |
| Area of all placed cells without fillers | 333 µm² |
| Data required time at the worst endpoint | 0.96 ns |
| Run status | finished, violations left |
-- cell usage after synthesis, drive strengths merged --
cell	n	area [µm²]
inv	1	3.75
clkbuf	3	11.3
dfxtp	5	100
a21oi	1	5.00
nor2	2	7.51
nor4	1	12.5
o21ai	1	5.00
nor2b	1	6.26
nor3b	2	25.0
-- critical path, cell delays in order, from the launching register on --
cell and delay, ns:
sky130_fd_sc_hd__dfxtp_2 0.32, sky130_fd_sc_hd__nor4_2 0.25, sky130_fd_sc_hd__buf_2 0.15
-- power by group through the flow --
stage | Sequential [mW] | Clock [mW] | Combinational [mW]
finish | 0.179 | 0.199 | 0.0363
CTS | 0.178 | 0.204 | 0.0372
global route | 0.180 | 0.220 | 0.0411
-- worst max path at each step --
stage / startpoint / to / slack, ns
final: state[1] / hwy[1] / -0.0008
after global routing: state[1] / hwy[1] / -0.08
after CTS: state[2] / hwy[1] / -0.03
-- cell usage in the layout, fill, tap and decap left out --
| cell type | instances |
|---|---|
| sky130_fd_sc_hd__o21ai_0 | 1 |
| sky130_fd_sc_hd__nor4_2 | 1 |
| sky130_fd_sc_hd__clkdlybuf4s50_1 | 2 |
| sky130_fd_sc_hd__nor2b_1 | 1 |
| sky130_fd_sc_hd__buf_2 | 1 |
| sky130_fd_sc_hd__buf_6 | 1 |
| sky130_fd_sc_hd__a21oi_1 | 1 |
| sky130_fd_sc_hd__dfxtp_2 | 3 |
| sky130_fd_sc_hd__buf_4 | 2 |
| sky130_fd_sc_hd__inv_1 | 1 |
| sky130_fd_sc_hd__clkbuf_1 | 1 |
| sky130_fd_sc_hd__nor2_1 | 2 |
| sky130_fd_sc_hd__dfxtp_1 | 2 |
| sky130_fd_sc_hd__clkdlybuf4s15_1 | 2 |
| sky130_fd_sc_hd__clkbuf_4 | 3 |
| sky130_fd_sc_hd__dlygate4sd2_1 | 1 |
| sky130_fd_sc_hd__nor3b_2 | 2 |
-- what timing repair did --
action	in CTS	in global routing
hold buffers	0	0
endpoints found under the setup margin	4	3
pin swaps	1	1
resized	11	2
-- kinds of logic (layout without fill, tap and decap cells) --
kind of cell           Yosys count  count (layout)  synth area share
flip-flops                       5               5             0.567
AND-OR/OR-AND                    2               2            0.0567
buffers and inverters            4              14            0.0851
AND/OR/NAND/NOR                  6               6             0.291
-- per-stage QoR --
| step | hold slack, ns | instances | utilization |
|---|---|---|---|
| 5_1_grt | 0.484 | 73 | 0.0974 |
| 2_1_floorplan | 0.309 | 17 | - |
| 3_3_place_gp | 0.434 | 69 | 0.0894 |
| 4_1_cts | 0.446 | 73 | 0.0967 |
| 3_5_place_dp | 0.447 | 69 | 0.0894 |
| 6_report | 0.447 | 73 | 0.0974 |
-- per-layer routing --
layer / GRT usage / share of wire / vias up
met3: 0.0136 / 0.12 / 3
met5: 0 / 0 / -
met2: 0.0161 / 0.23 / 10
met1: 0.0260 / 0.62 / 58
li1: - / - / 76
met4: 0.00528 / 0.021 / 0
-- area by class of cell --
cell class              instances  share of cell area
clock buffers                   4              0.0789
flip-flops and latches          5               0.312
well taps                      46               0.173
repair buffers                  9               0.241
multi-input cells               8               0.184
inverters                       1              0.0113
Power figures rest on the tool's default switching activity, not on a simulated workload.
